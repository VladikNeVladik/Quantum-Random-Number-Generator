==> design.v <==
module HexDisplay(
    input clk,
	input [15:0]data,
	output [3:0]anodes,
	output reg [6:0]segments
);
reg [15:0]counter_div = 0;
reg [ 1:0]counter     = 0;
always @(posedge clk) begin
	counter_div <= counter_div + 16'b1;
	if (counter_div == 0)
		counter <= counter + 2'b1;
end
assign anodes = {counter == 2'b11,
                 counter == 2'b10,
                 counter == 2'b01,
                 counter == 2'b00}; 
wire [3:0]cur_data = data[4 * counter +: 4];
always @(*) begin
	case (cur_data)       
		4'h0: segments = 7'b1111110;
		4'h1: segments = 7'b0110000;
		4'h2: segments = 7'b1101101;
		4'h3: segments = 7'b1111001;
		4'h4: segments = 7'b0110011;
		4'h5: segments = 7'b1011011;
		4'h6: segments = 7'b1011111;
		4'h7: segments = 7'b1110000;
		4'h8: segments = 7'b1111111;
		4'h9: segments = 7'b1111011;
		4'hA: segments = 7'b1110111;
		4'hB: segments = 7'b0011111;
		4'hC: segments = 7'b1001110;
		4'hD: segments = 7'b0111101;
		4'hE: segments = 7'b1001111;
		4'hF: segments = 7'b1000111;
	endcase
end
endmodule
module RandomBitGenerator #(
	parameter [15:0]DEC_LEVEL = 1,
	parameter [15:0]INC_LEVEL = 3,
	parameter [15:0]MAX_LEVEL = 4
)(
	input clk,
	input signal,
	output reg random_bit       = 0,
	output reg random_bit_ready = 0
);
reg [15:0]debouncer       = 0;
reg debounced_signal      = 0;
reg debounced_signal_prev = 0;
always @(posedge clk) begin
	if (signal) begin
		if (debouncer < MAX_LEVEL)
			debouncer <= debouncer + 1;
	end else begin
		if (0 < debouncer)
			debouncer <= debouncer - 1;
	end
	if (debouncer == INC_LEVEL)
		debounced_signal <= 1;
	else if (debouncer == DEC_LEVEL)
		debounced_signal <= 0;
	debounced_signal_prev <= debounced_signal;
end
reg [31:0]timers[1:0];
reg cur_timer = 0;
always @(posedge clk) begin
	if (debounced_signal_prev == 1 && debounced_signal == 0) begin
		timers[cur_timer] <= 0;
	end
	else if (debounced_signal_prev == 0 && debounced_signal == 0) begin
		if (timers[cur_timer] != 32'hFFFFFFFF)
			timers[cur_timer] <= timers[cur_timer] + 1;
	end
	else if (debounced_signal_prev == 0 && debounced_signal == 1) begin
		cur_timer <= cur_timer + 1;
	end
end
always @(posedge clk) begin
	if (debounced_signal_prev == 0 && debounced_signal == 1 && cur_timer == 1) begin
		random_bit       <= timers[0] <= timers[1];
		random_bit_ready <= timers[0] != timers[1];
	end
	else begin
		random_bit_ready <= 0;
	end
end
endmodule
module UartTransmitter #(
	parameter BAUDRATE = 250000
)(
	input clk,
	input [7:0]data,
	input data_ready,
	output reg signal = 1
);
parameter [7:0]BUFFER_SIZE = 128;
reg [7:0]circular_buffer[127:0];
reg [7:0]head = 0;
reg [7:0]tail = 0;
always @(posedge clk) begin
	if (data_ready && head - tail != BUFFER_SIZE) begin
		circular_buffer[head] <= data;
		head <= head + 1;
	end
end
reg [7:0]cur_byte;
reg [3:0]cur_bit = 4'hA;
parameter CLK_PER_BIT = 48000000/BAUDRATE;
reg [15:0]counter = 0;
always @(posedge clk) begin
	if (counter == CLK_PER_BIT) begin
		counter <= 0;
	end else begin
		counter <= counter + 1;
	end
end
wire uart_tick = (counter == 0);
always @(posedge clk) begin
	if (uart_tick && cur_bit != 4'hA) begin
		cur_bit <= cur_bit + 1;
		if (cur_bit == 0) begin
			cur_byte <= circular_buffer[tail];
			tail <= tail + 1;
			signal <= 0;
		end
		if (1 <= cur_bit && cur_bit <= 8) begin
			signal <= cur_byte[cur_bit - 1];
		end
		if (cur_bit == 9) begin
			signal <= 1;
		end
	end
	else if (cur_bit == 4'hA && head != tail) begin
		cur_bit <= 0;
	end
end
endmodule
module top(
	input CLK,
	input RXD,
	output TXD,    
	output DS_EN1, DS_EN2, DS_EN3, DS_EN4,
	output DS_A, DS_B, DS_C, DS_D, DS_E, DS_F, DS_G
);
wire gen_random_bit;
wire gen_random_bit_ready;
RandomBitGenerator #(
	.DEC_LEVEL(10),
	.INC_LEVEL(30),
	.MAX_LEVEL(40)
) random_bit_generator(
	.clk             (CLK),
	.signal          (RXD),
	.random_bit      (gen_random_bit),
	.random_bit_ready(gen_random_bit_ready)
);
reg [15:0]data_to_hex = 0;
always @(posedge CLK) begin
	if (gen_random_bit_ready)
		data_to_hex <= data_to_hex + 1;
end
wire [3:0]anodes;
assign {DS_EN1, DS_EN2, DS_EN3, DS_EN4} = ~anodes;
wire [6:0]segments;
assign {DS_A, DS_B, DS_C, DS_D, DS_E, DS_F, DS_G} = segments;
HexDisplay hex_display(
	.clk     (CLK),
	.data    (data_to_hex),
	.anodes  (anodes),
	.segments(segments)
);
reg [3:0]cur_bit = 0;
reg [7:0]byte_to_uart = 0;
reg byte_to_uart_ready = 0;
always @(posedge CLK) begin
	if (gen_random_bit_ready) begin
		byte_to_uart[cur_bit] <= gen_random_bit;
		cur_bit <= cur_bit + 1;
	end
	if (gen_random_bit_ready && cur_bit == 7) begin
		byte_to_uart_ready <= 1;
	end else begin
		byte_to_uart_ready <= 0;
	end
end
UartTransmitter #(
	.BAUDRATE(240000)
) uart_tx(
	.clk(CLK),
	.data      (byte_to_uart),
	.data_ready(byte_to_uart_ready),
	.signal(TXD)
);
endmodule	
==> run.sh <==
#!/bin/bash
# OpenROAD 26Q1-2900-gdf79404cd8, Yosys 0.63+post, stock flow scripts
make -C /OpenROAD-flow-scripts/flow DESIGN_CONFIG=/design/flow/config.mk WORK_HOME=/design/flow/orfs finish
==> config.mk <==
export PLATFORM = sky130hd
export DESIGN_NAME = top
export DESIGN_NICKNAME = top
export VERILOG_FILES = /design/flow/design.v
export SDC_FILE = /design/flow/constraint.sdc
export NUM_CORES = 4
export LEC_CHECK = 1
export CORE_UTILIZATION = 50
==> constraint.sdc <==
current_design top

set clk_period 47.3
set clk_io_pct 0.2

create_clock -name clk0 -period $clk_period [get_ports {CLK}]

set non_clock_inputs [all_inputs -no_clocks]
set_input_delay [expr $clk_period * $clk_io_pct] -clock clk0 $non_clock_inputs
set_output_delay [expr $clk_period * $clk_io_pct] -clock clk0 [all_outputs]
==> impl_metrics.ini <==
; synthesis and place-and-route metrics
[status]
status = finished clean

[critical_path]
required_ps = 37840
critPathSlowestCell = mux4_2
arrival_ps = 2970
reg2reg_depth = 10
critPathCaptureType = primary output
crit_path_max_incr_delay_ps = 630
startpoint_type = flip-flop
path_class = flip-flop to primary output
path_cells = mux4_2, inv_1, ha_1, nor2b_1, nor3_1, a21oi_1, clkdlybuf4s50_1
path_max_fanout = 7

[synthesis]
yosys_area_mm2 = 0.0501
largest_area_cell = edfxtp_1
syn_inst = 2848
ys_types = 74
synth_flop_count = 1201
ys_warn_count = 4
area_leaders = edfxtp_1 (70%), mux4_2 (8.9%), mux2i_1 (3.0%)
flop_cell = edfxtp_1
async_reset_ff_share_pct = 0
synth.top_cell.area_share_pct = 69.8
synth.yosys.seq_area_share_pct = 71.2
ys_cells = 2848
synth_area_per_cell_um2 = 17.6
synth-edff-count = 1165
syn-cell-area_mm2 = 0.0501

[grt]
antenna_found_initial = 0
first_global_vias = 28700
grt_pass1_wl_um = 166000
grt_max_degree = 97
grtUsageTotal_pct = 23.9
grt.overflow.total = 0

[final_timing]
finalSetupTns_ps = 0
setup_viol = 0
rsz0062_at_grt = no
fmax_mhz = 80.4
hold_viol_final = 0
slew_violations = 0
min_period_over_period_pct = 26.3
tightest_slew_ps = 1100
slew_headroom_pct = 25.7
period_minus_slack_ps = 12430
skew_ps = 29.7

[detailed_routing]
drc = 0
avgViaCountPerCell = 6.02
drt-total-wl_um = 107000
vias = 26600
drtIter0Drc = 1528
dr.pass1.iters = 5
final_antenna_net_count = 0
routedWlPerCell_um = 24.2
n_antenna_cell = 0

[clocking]
cts-resized-gates = 0
cts_num_sinks = 1201
cts_made_buffers = 121
clk_pin_slew_ps = 60
cts_buffer_depth = 3
worstSkewPairLatency_ps = 710
cts-root-buf = clkbuf_16
cts_tree = done
postCtsSetupRepairBufs = 0
htree_num_levels = 3
cts-hold-fix-buffers = 0

[cells_and_area]
area_growth_pct = 13.0
layout-drive-gt1-share_pct = 20.2
fin_cells = 4417

[place]
gp_congestion = 0.902
place_inst = 4189
dpl.hpwl_um = 65000
io_buffer_count = 13

[worst_hold_path]
hp-class = flip-flop to flip-flop
holdPathStages = 1

[die]
die_w_um = 319
io_pins = 14
core_area_mm2 = 0.0989
num_rows = 115
dieArea_mm2 = 0.102
core_util_floorplan_pct = 50.7
fp.dieH_um = 319

[power]
power.density_mw_per_mm2 = 38.6
vdd_drop_max_uv = 31.2
p_leak_nw = 18.0
p_total_mw = 2.19

[job]
maxCapViolCount = 0
warnings = 45
[critical path, delay by kind of cell (launching register included)]
kind / cells / cell delay (ps)
AOI/OAI and AO/OA: 1 / 120
adders and majority gates: 1 / 170
buffers and inverters: 2 / 640
DFF: 1 / 540
muxes: 1 / 630
and+or+nand+nor: 2 / 170
[power by group]
group,leakage [nW],internal (mW),switching [mW]
Clock,1.92,0.546,0.390
Sequential,11.1,1.17,0.00875
Combinational,4.99,0.0337,0.0433
Total,18.0,1.75,0.442
[flip-flops by register name (all words and copies together) (netlist names), 2 cells and up]
register                        flops
cur_bit                             4
uart_tx.head                        8
hex_display.counter_div            16
byte_to_uart                        8
uart_tx.cur_byte                    8
uart_tx.tail                        8
uart_tx.counter                    16
hex_display.counter                 2
random_bit_generator.timers        64
data_to_hex                        16
uart_tx.circular_buffer          1024
random_bit_generator.debouncer     16
uart_tx.cur_bit                     4
[path summary, 6_finish.rpt]
| check | slack (ps) | to | from |
|---|---|---|---|
| max | 34870 | DS_E | hex_display.counter[0]$_DFFE_PN_ |
| min reg2reg | 460 | uart_tx.counter[15]$_SDFF_PN0_ | uart_tx.counter[15]$_SDFF_PN0_ |
| max reg2reg | 42190 | uart_tx.cur_byte[3]$_DFFE_PP_ | uart_tx.tail[0]$_DFFE_PP_ |
| min | 460 | uart_tx.counter[15]$_SDFF_PN0_ | uart_tx.counter[15]$_SDFF_PN0_ |
[area by class of cell]
class,instances,area (um^2)
Timing Repair Buffer,213,1660
Tap cell,1287,1610
Fill cell,7084,42200
Inverter,76,285
Clock inverter,73,704
Clock buffer,155,3230
Sequential cell,1201,35700
Multi-Input combinational cell,1412,13500
[synth_stat cells (6+ instances only)]
cell       number
nand3_1        60
a32oi_1         8
mux4_2        198
nor2_1         70
nand4_1        25
inv_1          75
buf_6          13
a22oi_1        50
nor3_1         35
edfxtp_1     1165
o21ai_0        31
nor4_1        123
mux2i_1       151
o21a_1          8
a2111oi_1       6
nand3b_1       14
a21oi_1        95
and3_1         15
o22ai_1        25
ha_1           82
a211oi_1        8
o221ai_1       40
nand2_1        87
xor2_1         29
buf_4          23
a22o_1         25
clkbuf_1       88
a2111oi_0      23
dfxtp_1        36
and2_1         15
a21o_1          9
nor2_2         10
nand2b_1        9
xnor2_1        71
nor2b_1        17
buf_2          30
mux2_2          9
[routing by layer]
layer	global-route usage, %	vias up	wire (um)
li1	-	12000	-
met1	35.0	13200	39900
met2	34.6	1192	50600
met3	14.0	179	13700
met4	4.96	0	2710
met5	0.284	-	0
[logic make-up after synthesis]
kind of cell	after synthesis	share of synthesized area (%)
flip-flops	1201	71.2
AND/OR/NAND/NOR	509	5.52
buffers and inverters	235	2.20
XOR/XNOR	100	1.75
adder cells (fa/ha/maj)	83	2.09
multiplexers	358	12.1
AND-OR/OR-AND	362	5.10
[layout by cell type (no fill, tap or decap), types with 13 or more instances in the layout]
master,instances
edfxtp_1,1165
mux4_2,198
buf_4,198
mux2i_1,151
clkbuf_16,123
nor4_1,110
a21oi_1,95
nand2_1,87
ha_1,82
inv_1,74
xnor2_1,71
nor2_1,69
nand3_1,58
a22oi_1,50
o221ai_1,40
dfxtp_1,36
nor3_1,33
o21ai_0,31
xor2_1,29
clkbuf_1,29
nand4_1,25
o22ai_1,25
a22o_1,25
clkinv_2,25
clkinv_1,24
a2111oi_0,23
and3_1,15
and2_1,15
nor2b_1,15
nand3b_1,14
nor4_2,13
clkdlybuf4s50_1,13
[through the flow]
step           worst slack, ps  hold WS (ps)  cell area, um^2  utilization, %
2_1_floorplan            35770           392            50100               -
3_3_place_gp             34890           439            52700            53.3
3_5_place_dp             34720           446            52700            53.3
4_1_cts                  34810           463            56600            57.3
5_1_grt                  34630           469            56600            57.3
6_report                 34870           462            56600            57.3
Power is estimated from default activity; no workload was simulated.
